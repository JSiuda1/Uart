### flow/constraint.sdc
current_design uart

set clk_period 4.9
set clk_io_pct 0.2

create_clock -name clk0 -period $clk_period [get_ports {clk}]

set non_clock_inputs [all_inputs -no_clocks]
set_input_delay [expr $clk_period * $clk_io_pct] -clock clk0 $non_clock_inputs
set_output_delay [expr $clk_period * $clk_io_pct] -clock clk0 [all_outputs]
### flow/run.sh
#!/bin/bash
# OpenROAD 26Q1-2900-gdf79404cd8, Yosys 0.63+post, stock flow scripts
make -C /OpenROAD-flow-scripts/flow DESIGN_CONFIG=/design/flow/config.mk WORK_HOME=/design/flow/orfs finish
### flow/config.mk
export PLATFORM = sky130hd
export DESIGN_NAME = uart
export DESIGN_NICKNAME = uart
export VERILOG_FILES = /design/flow/design.v
export SDC_FILE = /design/flow/constraint.sdc
export NUM_CORES = 4
export LEC_CHECK = 1
export CORE_UTILIZATION = 50
### flow/design.v
module button_counter (
	input clk,
	input button_pin,
	output reg [7:0] value
);
	reg [24:0] count_clk_count = 0;
	reg debouncing = 0;
	parameter count_time = 5000000;
	reg count_reset = 0;
	reg [7:0] value_buffer = 0;
	always @(posedge clk)
	begin
		if (debouncing == 1) 
		begin
			count_clk_count = count_clk_count + 1;
			if (count_clk_count > count_time) 
			begin
				count_clk_count = 0;
				debouncing = 0;
				value_buffer <= value_buffer + 1;
			end
		end
		else
		begin
			if (button_pin == 0)
			begin
				debouncing = 1;
			end
		end
		value <= value_buffer;
	end
endmodule
module send_button(
	input clk,
	input button_pin,
	output reg send
);
reg [24:0] button_clk_count = 0;
reg start_transmit = 0;
reg wait_debouncing = 0;
parameter debouncing_time = 5000000;
always @(posedge clk)
	begin
		if (wait_debouncing == 1) 
		begin
			send <= 0;
			button_clk_count = button_clk_count + 1;
			if (button_clk_count > debouncing_time) 
			begin
				button_clk_count = 0;
				wait_debouncing = 0;
			end
		end
		else
		begin
			if (button_pin == 0)
			begin
				button_clk_count = 0;
				send <= 1;
				wait_debouncing = 1;
			end
		end
	end
endmodule
module uart #(parameter baudrate = 115200)
(
	input clk,
	input send_button,
	input count_button,
	input rx_line,
	output output_tx,
	output [3:0] led
);
	wire test_output_tx, test_led;
	wire send;
	wire [7:0] data;
	button_counter bc(clk, count_button, data);
	send_button sb(clk, send_button, send);
	uart_tx tx(clk, data, send, test_output_tx);
	wire [7:0] out_data;
	wire done;
	uart_rx rx(clk, rx_line, out_data, done);
	assign output_tx = test_output_tx;
	assign led = out_data;
endmodule 
module uart_rx #(parameter baudrate = 115200) (
	input clk,
	input rx,
	output reg [7:0] out_data,
	output reg done
);
	parameter IDLE = 2'b00;
	parameter START = 2'b01;
	parameter DATA = 2'b10;
	parameter END = 2'b11;
	parameter clk_freq = 10000000;
	parameter clks_per_byte = clk_freq / baudrate;
	reg [2:0] state = IDLE;
	reg [24:0] clk_count = 0;
	reg [3:0] bit_index = 0;
	reg [7:0] data = 0;
	always @(posedge clk) 
	begin
		case (state)
			IDLE: 
			begin
				done <= 0;
				if (rx == 0)
				begin			
					bit_index <= 0;
					clk_count <= 0;
					state <= START;
				end
			end
			START:
			begin
				clk_count <= clk_count + 1;
				if (clk_count == (clks_per_byte / 2)) 
				begin
					clk_count <= 0;
					state <= DATA;
				end
			end
			DATA:
			begin
				clk_count <= clk_count + 1;
				if (clk_count == clks_per_byte)
				begin
					data[bit_index] = rx;
					clk_count <= 0;
					bit_index <= bit_index + 1;
					if (bit_index >= 7) 
					begin			
						state <= END;
					end
				end
			end
			END:	 
			begin
				clk_count <= clk_count + 1;
				if (clk_count == clks_per_byte) 
				begin
					done <= 1;
					out_data <= data;
					clk_count <= 0;
					state <= IDLE;
				end
			end
		endcase
	end
endmodule
module uart_tx #(parameter baudrate = 115200)
(
	input clk,
	input [7:0] data_byte,
	input data_ready,
	output reg output_tx
);
	parameter IDLE = 2'b00;
	parameter START = 2'b01;
	parameter DATA = 2'b10;
	parameter END = 2'b11;
	parameter clk_freq = 10000000;
	parameter clks_per_byte = clk_freq / baudrate;
	reg [2:0] state = IDLE;
	reg [24:0] clk_count = 0;
	reg [3:0] bit_index = 0;
	always @(posedge clk)
	begin
		case (state)
			IDLE:
			begin
				output_tx <= 1;	 
				if (data_ready == 1)   
					begin
						clk_count <= 0;
						state <= START;
					end
			end
			START:
			begin
				output_tx <= 0;   
				clk_count <= clk_count + 1;
				if (clk_count == clks_per_byte)
					begin
					clk_count <= 0;
					state <= DATA;
					end
			end
			DATA:
			begin
				output_tx <= data_byte[bit_index];
				clk_count <= clk_count + 1;
				if (clk_count == clks_per_byte)
					begin
						clk_count <= 0;
						bit_index <= bit_index + 1;
					end
				if (bit_index > 7)
					begin
						bit_index <= 0;
						state <= END;
					end
				end
			END:
			begin
				output_tx <= 1;
				clk_count <= clk_count + 1;
				if (clk_count == clks_per_byte) 
					begin
						clk_count <= 0;
						state <= IDLE;
					end
			end
		endcase
	end
endmodule 
==> flow_metrics.tcl <==
# implementation run metrics
set metrics [dict create \
    max_freq_mhz 251.9 \
    antenna_found_initial 0 \
    cp_slowest_cell "or4_1" \
    die_y_um 129.6 \
    rsz0062_at_grt "no" \
    setup_viol 0 \
    yosysCellCount 796 \
    worstHoldPathType "reg2reg" \
    avgViaCountPerCell 5.609 \
    pin_count 9 \
    cts-root-buf "clkbuf_16" \
    hold_viol_final 0 \
    max_slew_margin_pct 41.65 \
    chip_area_um2 16790 \
    cap_violations 0 \
    path_clk_slew_ps 60 \
    drt_iter0_markers 364 \
    synth_warnings 4 \
    antenna_left 0 \
    wl_um 14970 \
    cp-end-kind "flip-flop" \
    fin_crit_sh_pct 81.02 \
    ys_seq_share_pct 50.31 \
    crit_type "reg2reg" \
    crit_fanout 19 \
    initCoreUtil_pct 51.23 \
    wl_met1_um 7645 \
    core_um2 15890 \
    worstMarginPinSlew_ps 875.2 \
    grt-ovfl-total 0 \
    numSynthFlops 140 \
    cp_data_arrival_time_ps 4210 \
    status "completed" \
    drive_gt1_share_pct 7.054 \
    routed.top_layer "met4" \
    most-common-layout-cells "edfxtp_1, nor2_1, nand2_1" \
    ff2ff_setup_slack_ps 930 \
    clock_skew_ps 7.704 \
    rows 46 \
    clk_latency_ps 410 \
    place_congestion 0.9136 \
    reg2reg_depth 7 \
    worstHoldStart "bc.value_buffer[7]" \
    warning_count 38 \
    holdPathStages 0 \
    cts_setup_buffers 0 \
    tns_ps 0 \
    syn_area_um2 8138 \
    edf_count 129 \
    fp.dieW_um 129.6 \
    area_delta_synth_final_pct 9.502 \
    timing.critical_path.mode_cell "or4_1" \
    ctsResizeCount 0 \
    ir_worst_vdd_mv 0.3187 \
    met3_length_um 513 \
    grtUsageTotal_pct 20.37 \
    powerDensity_nw_per_um2 540.0 \
    crit_chain "nand4_1 -> or4_1 -> or3_1 -> o31a_1 -> or4_1 -> or4_1 -> a21boi_0" \
    critPathMaxStageDelay_ps 940 \
    cts_tree "yes" \
    avgSynthCellArea_um2 10.22 \
    num_antenna_cells 0 \
    clkSinkCount 140 \
    required_ps 5140 \
    h-tree-depth 4 \
    first_pass_iters 5 \
    p_leak_nw 2.938 \
    ys_chip_area_um2 8138 \
    r2r_start "sb.button_clk_count[6]" \
    power_mw 4.812 \
    period_needed_ps 3970 \
    dp.final_hpwl_um 9997 \
    ys_types 70 \
    grt_pass1_vias 5413 \
    grt_pass1_wl_um 25990 \
    netlist_instances 796 \
    crit_path_start_kind "flip-flop" \
    holdPathEnd "bc.value[7]" \
    num_vias 5744 \
    reg2reg_to "sb.button_clk_count[1]" \
    io_buffers 8 \
    grt_max_degree 28 \
    ys.flop_type "edfxtp_1" \
    numCtsBuffers 17 \
    maxSlewViolCount 0 \
    clockBufferDepth 2 \
    lay_top_count "edfxtp_1" \
    ctsHoldBuffers 0 \
    async_flop_share_pct 0 \
    wl_per_cell_um 14.62 \
    met2_length_um 6700 \
    drc 0 \
]
[how the worst max path moves through the flow]
stage / startpoint / endpoint / slack, ps / cells after the start
after global routing: sb.button_clk_count[4] / sb.button_clk_count[1] / 670 / 7
final: sb.button_clk_count[6] / sb.button_clk_count[1] / 930 / 7
after CTS: sb.button_clk_count[7] / sb.button_clk_count[1] / 930 / 7
[cell type report]
type                    count  area, µm²
fillers                  1326       6974
flip-flops and latches    140       4094
multi-input cells         597       3787
clock buffers              18      429.2
well taps                 216      270.3
repair buffers             16      140.1
clock inverters            14      103.9
inverters                  23      86.33
[Yosys cell counts (all sizes together) (3+ instances only)]
cell type / count / area (µm²)
clkbuf: 26 / 98.84
or3: 17 / 106.4
o21ai: 20 / 100.1
edfxtp: 129 / 3874
ha: 22 / 275.3
a21boi: 3 / 22.52
nand4: 19 / 133.9
nor2b: 4 / 25.02
o31a: 3 / 26.28
o211ai: 5 / 37.54
or4: 11 / 82.58
xor2: 38 / 332.8
and3: 15 / 93.84
nor2: 108 / 405.4
a21oi: 43 / 241.5
buf: 13 / 82.57
and4: 9 / 78.83
dfxtp: 11 / 220.2
nor4: 18 / 112.6
nand2: 60 / 225.2
a32o: 5 / 50.05
nor3: 16 / 80.08
inv: 23 / 86.33
nor4b: 4 / 35.03
o31ai: 8 / 60.06
or2: 8 / 50.05
nand2b: 4 / 25.02
a31oi: 3 / 18.77
and2: 11 / 68.82
xnor2: 56 / 490.5
nand3: 44 / 225.2
[worst max-delay path: cells and delay by family (launching register included)]
family,cells,cell delay (ps)
compound gates,2,430
simple gates,5,2870
flops,1,490
[report_power, final]
| part | total [mW] | switching, mW | internal [mW] |
|---|---|---|---|
| clock | 1.16 | 0.470 | 0.687 |
| combinational | 1.26 | 0.718 | 0.540 |
| sequential | 2.40 | 0.476 | 1.92 |
| total | 4.81 | 1.66 | 3.15 |
[registers in the layout (all words and copies together), names as in the netlist, 2 cells and up]
register,flops
rx.state,2
rx.bit_index,4
bc.value,8
bc.value_buffer,8
tx.clk_count,25
tx.state,2
tx.bit_index,4
rx.data,4
rx.clk_count,25
rx.out_data,4
sb.button_clk_count,25
bc.count_clk_count,25
[layer usage]
metal | track usage [%] | vias up
li1 | - | 2911
met5 | 0 | -
met1 | 35.02 | 2745
met4 | 1.642 | 0
met2 | 30.20 | 83
met3 | 3.995 | 5
[cell families (layout without fill, tap and decap cells)]
family	after synthesis	in the layout	synth area share (%)
xor gates and xnor gates	94	94	10.12
adders and majority gates	22	22	3.382
buffers and inverters	62	71	3.290
AOI/OAI and AO/OA	114	114	9.395
and+or+nand+nor	357	357	22.39
other	1	4	0.04608
DFF	140	140	50.31
muxes	6	6	1.076
[through the flow]
stage          utilization [%]  std cells  setup slack, ps  hold slack, ps  cell area [µm²]
2_1_floorplan                -        799             1562           369.0             8149
3_3_place_gp             52.74        992             1050           382.2             8378
3_5_place_dp             52.74        992            945.0           383.3             8378
4_1_cts                  56.10       1024            930.4           398.2             8911
5_1_grt                  56.10       1024            674.5           420.1             8911
6_report                 56.10       1024            929.9           396.5             8911
